==> flow/design.v <==
`timescale 1ns / 1ps
module RCA_4bits(
    input clk,
    input enable,
    input [3:0] A,
    input [3:0] B,
    input Cin,
    output [4:0] Q
    );
    wire [4:0] sum;
    wire carry0, carry1, carry2, carry3;
    full_adder r1(.A(A[0]),.B(B[0]),.Cin(Cin),.S(sum[0]),.Cout(carry1));
    full_adder r2(.A(A[1]),.B(B[1]),.Cin(carry1),.S(sum[1]),.Cout(carry2));
    full_adder r3(.A(A[2]),.B(B[2]),.Cin(carry2),.S(sum[2]),.Cout(carry3));
    full_adder r4(.A(A[3]),.B(B[3]),.Cin(carry3),.S(sum[3]),.Cout(sum[4]));
    register_logic r5(.clk(clk), .enable(enable), .Data(sum), .Q(Q));
endmodule
`timescale 1ns / 1ps
module full_adder(
    input wire A,
    input wire B,
    input wire Cin,
    output wire S,
    output wire Cout
    );
    wire Sums;
    wire carry;
    assign Sums = (A^B^Cin);
    assign carry = (B & Cin) | (A & Cin) | (B & A);
    assign S = Sums;
    assign Cout = carry;
endmodule
`timescale 1ns / 1ps
module register_logic(
    input clk,
    input enable,
    input [4:0] Data,
    output reg [4:0] Q
    );
    always @(posedge clk) begin
        if(enable)
            Q = Data;
    end
endmodule
==> flow/run.sh <==
#!/bin/bash
# OpenROAD 26Q1-2900-gdf79404cd8, Yosys 0.63+post, stock flow scripts
make -C /OpenROAD-flow-scripts/flow DESIGN_CONFIG=/design/flow/config.mk WORK_HOME=/design/flow/orfs finish
==> flow/config.mk <==
export PLATFORM = sky130hd
export DESIGN_NAME = RCA_4bits
export DESIGN_NICKNAME = RCA_4bits
export VERILOG_FILES = /design/flow/design.v
export SDC_FILE = /design/flow/constraint.sdc
export NUM_CORES = 4
export LEC_CHECK = 1
export CORE_AREA = 10 10 70 70
export DIE_AREA = 0 0 80 80
==> flow/constraint.sdc <==
current_design RCA_4bits

set clk_period 2.1
set clk_io_pct 0.2

create_clock -name clk0 -period $clk_period [get_ports {clk}]

set non_clock_inputs [all_inputs -no_clocks]
set_input_delay [expr $clk_period * $clk_io_pct] -clock clk0 $non_clock_inputs
set_output_delay [expr $clk_period * $clk_io_pct] -clock clk0 [all_outputs]
==> summary.txt <==
Total Routed Length: 614 um
crit path kind: input pin to register
P_sw: 59.5 uW
worst hold path class: input pin to register
H-tree depth: 1
vias in the first global route: 211
Synth Area per Inst: 14.1 um2
Yosys Instances: 19
RSZ-0062 raised after global routing: no
global placer's final weighted congestion: 0.716
drt drc: 0
dpl cells: 80
Hold Buf Count CTS: 0
CTS tree: yes
Cell Type Count: 3
tool warnings: 25
EDFF count, synth: 5
Pwr Density: 601 nW/um2
Crit. End Element: register
combinational fraction of design power: 21.9%
post-DP HPWL: 582 um
Critical Path, Cell by Cell: dlygate4sd2_1, inv_2, fa_2, inv_2, fa_2, fa_2, inv_2, fa_1, inv_1
max-slew violation count: 0
Cell Count, Final, Fillers Out: 84
GRT overflow: 0
Pre-antenna DRT Iters: 3
Synth top area share: 56.1%
Area Growth Syn to Fin: 89.7%
initial antenna violation count: 0
vias: 180
max reg flops: 5
Post-Synthesis Cells: 19
flops out of synthesis: 5
Synth top cell by count: inv_1
Final Hold Vio Count: 0
list of most frequent post-synthesis cells: inv_1 (10), edfxtp_1 (5), fa_1 (4)
CTS Sinks: 5
Tmin final: 2.00 ns
YS chip area: 268 um2
worst slew pin tran: 0.197 ns
CP delay by family, top: adder cells
DR vias/cell: 2.14
asr flop ratio synth: 0%
crit path max-delay cell type: fa_1
Die Y: 80 um
drt wl/cell: 7.31 um
cycle use final: 95.1%
CTS buffer count: 3
Rows: 21
clock share of power: 35.2%
CP Buf/Inv Count: 5
Int Power: 246 uW
Max FO, Critical Path: 1
FILL cells: 398
FP Core Util: 7.84%
Max Fclk: 501 MHz
tally of yosys warning messages: 1
Max Cap Viol: 0
gr usage total: 1.92%
peak supply drop: 119 uV
utilization after layout: 14.9%
first-pass GRT wire length: 952 um
dominant register cell: edfxtp_1
num ports: 16
status: complete, no violations
largest area contributor in the netlist: edfxtp_1
Leakage: 0.200 nW
CP required: 2.21 ns
largest net degree at the start of global routing: 6
clock transition at the registers of the reported paths: 0.04 ns
postcts setup bufs: 0
ANT nets after route: 0
Arr. time, crit path: 2.11 ns
Port Buffers: 15
Reg power frac: 42.9%
DRT iter0 DRCs: 4
Setup-failing EPs final: 0
Rel. slew slack: 86.8%
Core ar.: 3420 um2
die area: 6400 um2
total power: 305 uW
switching part of the total: 19.5%
Cell area leaders: edfxtp_1 (56%), fa_1 (30%), inv_1 (14%)
Synth Seq Share: 56.1%
slowest stage delay, CP: 0.39 ns
n_diodes: 0
Clock Path Buffers: 2
Mapped Area: 268 um2
layout cells sized above 1: 28.9%
Root Buffer: clkbuf_4
die width: 80 um
Startpoint Class: input pin
-- timing repair --
item,in CTS,in global routing
pin swaps,4,4
setup endpoints to repair,2,1
cloned,0,0
resized,10,3
-- metal layers --
layer / vias up / wire, um / global-route usage [%]
li1: 89 / - / -
met1: 80 / 200 / 1.50
met2: 11 / 252 / 2.89
met3: 0 / 160 / 2.27
met4: 0 / 0 / 0.704
met5: - / 0 / 0
-- through the flow --
step / TNS [ns] / worst slack [ns] / cell area, um2 / hold slack [ns]
2_1_floorplan: 0 / 0.0586 / 268 / 0.532
3_3_place_gp: -0.940 / -0.469 / 475 / 1.13
3_5_place_dp: -0.979 / -0.477 / 475 / 1.13
4_1_cts: 0 / 0.00820 / 505 / 0.856
5_1_grt: 0 / 0.00736 / 508 / 0.818
6_report: 0 / 0.102 / 508 / 0.793
-- cell type report --
type / count / area, um2 / share of cell area [%]
flip-flops and latches: 5 / 150 / 29.6
repair buffers: 15 / 149 / 29.3
multi-input cells: 4 / 87.6 / 17.2
well taps: 46 / 57.6 / 11.3
inverters: 10 / 37.5 / 7.39
clock buffers: 4 / 26.3 / 5.17
-- power by group through the flow --
stage                 Sequential, mW  Clock [mW]  Combinational [mW]
final                          0.131       0.107              0.0668
after CTS                      0.131       0.112              0.0700
after global routing           0.132       0.115              0.0783
-- cells by family (layout without fill, tap and decap cells) --
| logic type | Yosys count | count (layout) | share of synthesized area (%) |
|---|---|---|---|
| flip-flops | 5 | 5 | 56.1 |
| buffers and inverters | 10 | 29 | 14.0 |
| adder cells (fa/ha/maj) | 4 | 4 | 29.9 |
-- layout by cell type (no fill, tap or decap) --
cell             netlist  layout
clkbuf_1               0       1
clkbuf_4               0       3
clkdlybuf4s15_1        0       2
clkdlybuf4s50_1        0      12
dlygate4sd2_1          0       1
edfxtp_1               5       5
fa_1                   4       1
fa_2                   0       3
inv_1                 10       5
inv_2                  0       5
-- path summary, 6_finish.rpt --
path  slack [ns]  cells after the start                end  from
max         0.10                      9  r5.Q[3]$_DFFE_PP_   Cin
min         0.79                      4  r5.Q[0]$_DFFE_PP_  B[0]
No activity file was given, so power comes from the tool's default toggle rates.
